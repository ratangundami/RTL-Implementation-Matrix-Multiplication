===== design/flow/design.v =====
module MyDesign(
  input wire reset_n                      ,  
  input wire clk                          ,
  input wire dut_valid                    , 
  output wire dut_ready                   ,
  output wire                           dut__tb__sram_input_write_enable  ,
  output wire [16-1 : 0     ]   dut__tb__sram_input_write_address ,
  output wire [32-1 : 0     ]   dut__tb__sram_input_write_data    ,
  output wire [16-1 : 0     ]   dut__tb__sram_input_read_address  , 
  input  wire signed [32-1 : 0     ]   tb__dut__sram_input_read_data     ,     
  output wire                           dut__tb__sram_weight_write_enable  ,
  output wire [16-1 : 0     ]   dut__tb__sram_weight_write_address ,
  output wire [32-1 : 0     ]   dut__tb__sram_weight_write_data    ,
  output wire [16-1 : 0     ]   dut__tb__sram_weight_read_address  , 
  input  wire signed [32-1 : 0     ]   tb__dut__sram_weight_read_data     ,     
  output wire                           dut__tb__sram_result_write_enable  ,
  output wire [16-1 : 0     ]   dut__tb__sram_result_write_address ,
  output wire signed [32-1 : 0     ]   dut__tb__sram_result_write_data    ,
  output wire [16-1 : 0     ]   dut__tb__sram_result_read_address  , 
  input  wire signed [32-1 : 0     ]   tb__dut__sram_result_read_data     ,     
  output wire                           dut__tb__sram_scratchpad_write_enable  ,
  output wire [16-1 : 0     ]   dut__tb__sram_scratchpad_write_address ,
  output wire signed [32-1 : 0     ]   dut__tb__sram_scratchpad_write_data    ,
  output wire [16-1 : 0     ]   dut__tb__sram_scratchpad_read_address  , 
  input  wire signed [32-1 : 0     ]   tb__dut__sram_scratchpad_read_data  
);
typedef enum bit[2:0] {
  IDLE              = 3'd0, 
  INITIAL           = 3'd1,   
  READ_ADDRESS      = 3'd2,
  MATRIX_COMPLETED  = 3'd3} states;
states current_state, next_state; 
logic signed [32-1 : 0     ]   A_matrix_read_data;
logic signed [32-1 : 0     ]   B_matrix_read_data;
logic [16-1 : 0     ]   A_matrix_read_addr;
logic [16-1 : 0     ]   B_matrix_read_addr;
logic [16-1 : 0     ]   C_matrix_write_addr;
logic [16-1 : 0] dut__tb__sram_scratchpad_write_address_r ;
logic dut_ready_r;
logic write_flag;
logic reset_transpose;
logic matrix_change_flag;
logic [1:0] initial_flag;
logic [15:0] rows_A; 
logic [15:0] columns_A; 
logic [15:0] rows_B; 
logic [15:0] columns_B; 
logic [15:0] A_row_counter; 
logic [15:0] A_column_counter; 
logic [3:0] matrix_mult_count;
logic [3:0] delayed_matrix_change;
logic [15:0] result_counter; 
logic [15:0] write_counter;  
logic [15:0] QKV_matrix_size;
logic signed [32-1 : 0     ] accum_result_r;
logic signed [32-1 : 0     ] mult_res;
always_ff @(posedge clk) begin
  if (!reset_n)
    current_state <= IDLE;
  else
    current_state <= next_state;
end
always_comb begin
  case (current_state) // synopsys full_case parallel_case
    IDLE: begin
      dut_ready_r <= 1; 
      if (dut_valid==1) begin
        next_state <= INITIAL;
      end
      else begin
        next_state <= IDLE;
      end
    end
    INITIAL: begin
      dut_ready_r <= 0; 
      next_state <= READ_ADDRESS;
    end
    READ_ADDRESS: begin
      dut_ready_r <= 0;
      if ((write_counter == ((rows_A*columns_B)-1)) && (A_column_counter == columns_A)) begin
        next_state <= MATRIX_COMPLETED;
      end
      else begin
        next_state <= READ_ADDRESS;
      end
    end
    MATRIX_COMPLETED: begin
      dut_ready_r <= 0; 
      if (matrix_mult_count == 4) begin  
        next_state <= IDLE;
      end
      else if (matrix_mult_count > 1) begin   
        next_state <= INITIAL;
      end
      else begin
        next_state <= READ_ADDRESS;
      end
    end
    default: begin
      dut_ready_r <= 0; 
      next_state <= IDLE;
    end
  endcase
end
assign dut_ready = dut_ready_r;
always_ff @(posedge clk) begin
  if(current_state == IDLE) begin
    rows_A <= 16'b0;
    columns_A <= 16'b0;
    rows_B <= 16'b0;
    columns_B <= 16'b0; 
  end 
  else if (current_state == INITIAL) begin
    if (matrix_mult_count == 3) begin
      rows_A <= rows_A;  
      columns_A <= columns_B;  
      rows_B <= columns_B;  
      columns_B <= rows_A;  
    end
    else if (matrix_mult_count == 4) begin
      rows_A <= rows_A;  
      columns_A <= columns_B;  
      rows_B <= rows_A;  
      columns_B <= columns_A;  
    end
    else begin
      rows_A <= A_matrix_read_data[31:16];  
      columns_A <= A_matrix_read_data[15:0];  
      rows_B <= B_matrix_read_data[31:16];  
      columns_B <= B_matrix_read_data[15:0];  
    end
  end
end
always_ff @(posedge clk) begin
  if(current_state == IDLE) begin
    A_matrix_read_addr <= 16'b0;
    B_matrix_read_addr <= 16'b0;
    matrix_mult_count <= 0;
    A_row_counter <= 0;
    A_column_counter <= 0;
    result_counter <= 0;
    matrix_change_flag <= 0;
  end
  else if(current_state == READ_ADDRESS && next_state != MATRIX_COMPLETED) begin
  matrix_change_flag <= 0;
    if (matrix_change_flag == 1) begin
      case (matrix_mult_count)
        1:  
        begin 
          A_matrix_read_addr <= 16'b1;
          B_matrix_read_addr <= (rows_B*columns_B) + 16'b1;
          QKV_matrix_size <= (rows_A*columns_B);   
        end     
        2:  
        begin
          A_matrix_read_addr <= 16'b1;
          B_matrix_read_addr <= (rows_B*columns_B) + (rows_B*columns_B) + 16'b1; 
        end
        3:  
        begin
          A_matrix_read_addr <= 16'b0;
          B_matrix_read_addr <= 16'b0;
        end
        4:  
        begin
          A_matrix_read_addr <= QKV_matrix_size + QKV_matrix_size + QKV_matrix_size;
          B_matrix_read_addr <= QKV_matrix_size; 
        end
        default:  
        begin
          A_matrix_read_addr <= 16'b0;
          B_matrix_read_addr <= 16'b0;
        end
      endcase
      A_column_counter <= A_column_counter + 1;
    end
    else begin
      if((A_column_counter == columns_A) && (result_counter == (columns_B-1))) begin 
        A_matrix_read_addr <= A_matrix_read_addr + 16'b1;
        B_matrix_read_addr <= (B_matrix_read_addr - (rows_B*columns_B)) + 16'b1;
        result_counter <= 0;
        A_column_counter <= 1;
        A_row_counter <= A_row_counter + 1;
      end
      else if ((A_column_counter == columns_A)) begin
        A_matrix_read_addr <= A_matrix_read_addr - columns_A + 16'b1;
        B_matrix_read_addr <= B_matrix_read_addr + 16'b1;
        A_column_counter <= 1;
        result_counter <= result_counter + 1;   
      end
      else begin
        A_matrix_read_addr <= A_matrix_read_addr + 16'b1;
        B_matrix_read_addr <= B_matrix_read_addr + 16'b1;
        A_column_counter <= A_column_counter + 1;
      end
    end
  end
  else if(current_state == MATRIX_COMPLETED) begin
      A_column_counter <= 0;
      result_counter <= 0;
      A_row_counter <= 0;    
      matrix_change_flag <= 1;
      matrix_mult_count <= matrix_mult_count+1;
  end
end
always_ff @(posedge clk) begin
  if(current_state == IDLE) begin
    C_matrix_write_addr <= 16'b0;
    dut__tb__sram_scratchpad_write_address_r <= 16'b0;
    write_flag <= 0;
    reset_transpose <= 0;
    write_counter <= 0;
  end
  if(current_state == INITIAL) begin
    write_flag <= 0;
    write_counter <= 0;
  end
  else if(current_state == READ_ADDRESS) begin
    if (matrix_change_flag == 1) begin
      write_flag <= 1'b0;
      reset_transpose <= 1;
    end
    else begin
      if((A_column_counter == columns_A) && (result_counter == (columns_B-1))) begin 
        write_flag <= 1'b1;
        write_counter <= write_counter + 1'b1;
        C_matrix_write_addr <= C_matrix_write_addr + 1;
        reset_transpose <= 1;
        if(matrix_mult_count == 1) 
        begin
          dut__tb__sram_scratchpad_write_address_r <= dut__tb__sram_scratchpad_write_address_r + 16'b1;
        end
        else if (matrix_mult_count == 2)
        begin
          dut__tb__sram_scratchpad_write_address_r <= dut__tb__sram_scratchpad_write_address_r + rows_A;
        end
      end
      else if ((A_column_counter == columns_A)) begin      
        write_flag <= 1'b1;
        write_counter <= write_counter + 1'b1;
        C_matrix_write_addr <= C_matrix_write_addr + 1;
        if(matrix_mult_count == 1) 
        begin
          dut__tb__sram_scratchpad_write_address_r <= dut__tb__sram_scratchpad_write_address_r + 16'b1;
        end
        else if (matrix_mult_count == 2)
        begin
          if(reset_transpose == 1) 
          begin 
            dut__tb__sram_scratchpad_write_address_r <= (rows_A*columns_B) + A_row_counter + 1;
            reset_transpose <= 0;
          end
          else
          begin
            dut__tb__sram_scratchpad_write_address_r <= dut__tb__sram_scratchpad_write_address_r + rows_A;
          end
        end
      end
      else begin
        write_flag <= 1'b0;
      end
    end
  end
  else if(current_state == MATRIX_COMPLETED) begin
    write_flag <= 1'b0;
    write_counter <= 0;
  end
end
always_ff @(posedge clk) begin
  if(current_state == IDLE || current_state == INITIAL) begin
    accum_result_r <= 32'b0;  
    initial_flag <= 2;
  end
  else if(initial_flag > 0) begin
    initial_flag <= initial_flag - 1;
    accum_result_r <= 32'b0; 
  end
  else if(write_flag == 1'b1) begin
    accum_result_r <= 32'b0; 
  end
  else if(matrix_change_flag == 1'b1) begin
    accum_result_r <= 32'b0; 
    initial_flag <= 1;
  end  
  else begin
    accum_result_r <= accum_result_r + mult_res;    
  end
end
always_ff @(posedge clk) begin
  if(matrix_mult_count > 0) begin
    delayed_matrix_change <= matrix_mult_count;  
  end
  else begin
    delayed_matrix_change <= 0;  
  end
end
assign mult_res = A_matrix_read_data*B_matrix_read_data;
assign dut__tb__sram_input_write_enable = 1'b0;
assign dut__tb__sram_input_write_address = 16'b0;
assign dut__tb__sram_input_write_data = 32'b0;
assign dut__tb__sram_input_read_address = (delayed_matrix_change < 3) ? A_matrix_read_addr : 32'b0;
assign dut__tb__sram_weight_write_enable = 1'b0;
assign dut__tb__sram_weight_write_address = 16'b0;
assign dut__tb__sram_weight_write_data = 32'b0;
assign dut__tb__sram_weight_read_address = (delayed_matrix_change < 3) ? B_matrix_read_addr : 32'b0;
assign dut__tb__sram_result_read_address = (delayed_matrix_change < 3) ? 32'b0 : A_matrix_read_addr;
assign dut__tb__sram_result_write_enable = write_flag;
assign dut__tb__sram_result_write_address = C_matrix_write_addr - 1;
assign dut__tb__sram_result_write_data = accum_result_r + mult_res;
assign dut__tb__sram_scratchpad_read_address = (delayed_matrix_change < 3) ? 32'b0 : B_matrix_read_addr;
assign dut__tb__sram_scratchpad_write_enable = ((delayed_matrix_change < 1) || (delayed_matrix_change > 2)) ? 32'b0 : write_flag;
assign dut__tb__sram_scratchpad_write_address = dut__tb__sram_scratchpad_write_address_r - 1;
assign dut__tb__sram_scratchpad_write_data = ((delayed_matrix_change < 1) || (delayed_matrix_change > 2)) ? 32'b0 : accum_result_r + mult_res;
assign A_matrix_read_data = (delayed_matrix_change < 3) ? tb__dut__sram_input_read_data : tb__dut__sram_result_read_data;
assign B_matrix_read_data = (delayed_matrix_change < 3) ? tb__dut__sram_weight_read_data : tb__dut__sram_scratchpad_read_data;
endmodule

===== design/flow/run.sh =====
#!/bin/bash
# OpenROAD 26Q1-2900-gdf79404cd8, Yosys 0.63+post, stock flow scripts
make -C /OpenROAD-flow-scripts/flow DESIGN_CONFIG=/design/flow/config.mk WORK_HOME=/design/flow/orfs finish

===== design/flow/config.mk =====
export PLATFORM = sky130hd
export DESIGN_NAME = MyDesign
export DESIGN_NICKNAME = MyDesign
export VERILOG_FILES = /design/flow/design.v
export SDC_FILE = /design/flow/constraint.sdc
export NUM_CORES = 4
export LEC_CHECK = 1
export CORE_UTILIZATION = 30

===== design/flow/constraint.sdc =====
current_design MyDesign

set clk_period 43.5
set clk_io_pct 0.2

create_clock -name clk0 -period $clk_period [get_ports {clk}]

set non_clock_inputs [all_inputs -no_clocks]
set_input_delay [expr $clk_period * $clk_io_pct] -clock clk0 $non_clock_inputs
set_output_delay [expr $clk_period * $clk_io_pct] -clock clk0 [all_outputs]

==> impl_metrics.json <==
{
  "status": "complete, no violations",
  "drive_gt1_frac": 0.04342,
  "skew_ns": 0.03245,
  "warnings": 30,
  "post-route-period-util": 0.6384,
  "die_y_microns": 410.4,
  "ant_nets": 0,
  "drt_iter0_drc": 2130,
  "grtUsageMet2": 0.2908,
  "slew_headroom": 0.1807,
  "cpMaxStageDelayCell": "mux2_2",
  "rsz0062_at_grt": "false",
  "cpPeakStageDelay_ns": 0.73,
  "vias_per_cell": 4.923,
  "clk_pin_slew_ns": 0.06,
  "cts_hold_buf": 0,
  "worst_setup_path_end_kind": "primary output",
  "ys.warnings.count": 3,
  "ys_area_sq_mm": 0.05005,
  "grt_max_degree": 65,
  "wirelength_mm": 157.9,
  "largest_reg_flops": 32,
  "ys_seq_share": 0.1060,
  "fp-utilization": 0.3026,
  "hpwl_mm": 123.6,
  "period_needed_ns": 27.77,
  "grt_pass1_vias": 42280,
  "rr_worst_depth": 40,
  "ff_type": "dfxtp_1",
  "setup_tns_ns": 0,
  "top_area_cell": "fa_1",
  "syn-cell-area_sq_mm": 0.05005,
  "place_congestion": 0.9492,
  "cts_tree": "done",
  "fmax_ghz": 0.03601,
  "cts_made_buffers": 36,
  "area_leaders": "fa_1 (28%), ha_1 (11%), dfxtp_1 (9.6%), inv_1 (7.3%), nand2_1 (6.2%)",
  "synth.distinct_cells": 100,
  "drc_errors": 0,
  "fp.coreArea_sq_mm": 0.1654,
  "clk_latency_ns": 0.61,
  "postSynthCellCount": 6231,
  "edf_count": 16,
  "ys_cells": 6231,
  "io_pins": 392,
  "required_ns": 34.80,
  "logic_area_sq_mm": 0.03957,
  "slew_violations": 0,
  "hold_viol": 0,
  "dieArea_sq_mm": 0.1685,
  "met1_usage": 0.2588,
  "firstDrtPassIters": 25,
  "setup_viol": 0,
  "dieWidth_microns": 410.4,
  "regArea_sq_mm": 0.005314,
  "cp_common_cell": "fa_1",
  "clock-root-buffer": "clkbuf_16",
  "area_delta_synth_final_pct": 12.32,
  "crit_fanout": 30,
  "antenna_found_initial": 3,
  "grtUsageMet3": 0.08861,
  "syn_avg_cell_area_sq_um": 8.032,
  "min_path_cells": 0,
  "cts_resized": 0,
  "worstMarginPinSlew_ns": 1.195,
  "grtUsageTotal": 0.1953,
  "arrival_ns": 19.07,
  "async_flop_share": 0,
  "n_fill_cell": 16870,
  "grt_busiest_layer": "met2",
  "worst_setup_path_start_kind": "input port",
  "rows": 149,
  "worstSetupPathType": "input port to primary output",
  "min_path_type": "flop to flop",
  "via_count": 42190,
  "cts_buffer_depth": 3,
  "overflow": 0,
  "largest-register": "accum_result_r",
  "top_area_frac": 0.2752,
  "grt_pass1_wl_mm": 246.2,
  "cts_max_level": 2,
  "wl_per_cell_microns": 18.42,
  "maxCapViolations": 0,
  "port_buffers": 293,
  "numSynthFlops": 257,
  "clock-sinks": 257,
  "post_cts_buffers": 0
}
[logic make-up after synthesis]
| kind of cell | synth area share |
|---|---|
| DFF | 0.1060 |
| and+or+nand+nor | 0.1885 |
| buffers and inverters | 0.1121 |
| adders and majority gates | 0.3885 |
| xor gates and xnor gates | 0.06838 |
| AOI/OAI and AO/OA | 0.1096 |
| other | 0.00007493 |
| muxes | 0.02683 |
[area by class of cell]
type                            instances  share of cell area
Antenna cell                            2          0.00008904
Tap cell                             2189             0.04873
Sequential cell                       257             0.09454
Timing Repair Buffer                  399             0.06633
Clock buffer                           45             0.01716
Clock inverter                         20            0.003829
Inverter                              980             0.06544
Multi-Input combinational cell       4678              0.7039
[path summary, 6_finish.rpt]
| path | slack (ns) | to | startpoint |
|---|---|---|---|
| min | 0.40 | delayed_matrix_change[3]$_SDFF_PP0_ | matrix_mult_count[3]$_SDFFE_PP0P_ |
| max | 15.73 | dut__tb__sram_scratchpad_write_data[30] | tb__dut__sram_weight_read_data[2] |
| max reg2reg | 31.48 | accum_result_r[30]$_SDFF_PP0_ | delayed_matrix_change[0]$_SDFF_PP0_ |
| min reg2reg | 0.40 | delayed_matrix_change[3]$_SDFF_PP0_ | matrix_mult_count[3]$_SDFFE_PP0P_ |
[worst max-delay path: cells and delay by family]
family                     cells  cell delay [ns]
and+or+nand+nor                8             1.70
adders and majority gates     10             3.98
AOI/OAI and AO/OA             13             2.59
muxes                          1             0.73
buffers and inverters          5             1.06
xor gates and xnor gates       1             0.27
[per-layer routing]
metal | wire length [microns] | vias up
met1 | 64860 | 20280
met5 | 138 | -
li1 | - | 19860
met2 | 68890 | 1775
met3 | 18800 | 268
met4 | 5189 | 10
[stage by stage]
step | std cells | util | hold WS, ns | setup slack (ns) | instance area [sq um]
4_1_cts | 8568 | 0.3399 | 0.3999 | 15.79 | 56210
6_report | 8570 | 0.3399 | 0.3989 | 15.73 | 56210
5_1_grt | 8568 | 0.3399 | 0.4139 | 15.02 | 56210
2_1_floorplan | 6328 | - | 0.4292 | 17.70 | 50410
3_5_place_dp | 8503 | 0.3328 | 0.3900 | 15.84 | 55030
3_3_place_gp | 8503 | 0.3328 | 0.4028 | 15.88 | 55030
[synth_stat cells (7+ instances only)]
| cell | instances |
|---|---|
| clkbuf_1 | 286 |
| a2bb2oi_1 | 7 |
| buf_4 | 98 |
| o22ai_1 | 20 |
| xor2_1 | 133 |
| nor3b_1 | 21 |
| nor3_1 | 67 |
| nand2b_1 | 29 |
| mux2_2 | 57 |
| inv_1 | 979 |
| o21bai_1 | 11 |
| a211oi_1 | 78 |
| ha_1 | 453 |
| nand4_1 | 25 |
| o21ai_0 | 256 |
| o221ai_1 | 9 |
| a21o_1 | 65 |
| dfxtp_1 | 241 |
| or2_2 | 10 |
| mux2i_1 | 70 |
| o211ai_1 | 17 |
| a21oi_1 | 213 |
| nand3_1 | 64 |
| a21boi_0 | 12 |
| a22o_1 | 12 |
| and3_1 | 62 |
| nor4_1 | 30 |
| or3_1 | 28 |
| a31oi_1 | 23 |
| a221oi_1 | 13 |
| o21a_1 | 16 |
| edfxtp_1 | 16 |
| nor2b_1 | 56 |
| fa_1 | 688 |
| nand2_1 | 828 |
| buf_1 | 24 |
| nor2_1 | 551 |
| or4_1 | 13 |
| and2_1 | 247 |
| a2111oi_0 | 8 |
| xnor2_1 | 254 |
| o31ai_1 | 15 |
[layout by cell type (no fill, tap or decap), types with 106 or more instances in the layout]
cell type          n
a21oi_1          212
and2_1           247
buf_4            106
clkdlybuf4s50_1  293
dfxtp_1          238
fa_1             688
ha_1             453
inv_1            979
nand2_1          828
nor2_1           549
o21ai_0          256
xnor2_1          254
xor2_1           133
